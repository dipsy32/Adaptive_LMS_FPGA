==> flow/run.sh <==
#!/bin/bash
# OpenROAD 26Q1-2900-gdf79404cd8, Yosys 0.63+post, stock flow scripts
make -C /OpenROAD-flow-scripts/flow DESIGN_CONFIG=/design/flow/config.mk WORK_HOME=/design/flow/orfs finish
==> flow/config.mk <==
export PLATFORM = sky130hd
export DESIGN_NAME = lms_core
export DESIGN_NICKNAME = lms_core
export VERILOG_FILES = /design/flow/design.v
export SDC_FILE = /design/flow/constraint.sdc
export NUM_CORES = 4
export LEC_CHECK = 1
export CORE_UTILIZATION = 50
==> flow/constraint.sdc <==
current_design lms_core

set clk_period 22.7
set clk_io_pct 0.2

create_clock -name clk0 -period $clk_period [get_ports {clk}]

set non_clock_inputs [all_inputs -no_clocks]
set_input_delay [expr $clk_period * $clk_io_pct] -clock clk0 $non_clock_inputs
set_output_delay [expr $clk_period * $clk_io_pct] -clock clk0 [all_outputs]
==> flow/design.v <==
`timescale 1ns / 1ps
module lms_core #(
    parameter WIDTH = 16,
    parameter FRAC  = 8
)(
    input wire clk,
    input wire rst,
    input wire start,
    input wire signed [WIDTH-1:0] x_in,
    input wire signed [WIDTH-1:0] d_in,
    output reg signed [WIDTH-1:0] y_out,
    output reg signed [WIDTH-1:0] e_out,
    output reg done
);
    localparam signed [WIDTH-1:0] MU_FIXED = 16'd2; 
    reg signed [WIDTH-1:0] w0, w1, w2, w3, w4, w5, w6, w7;
    reg signed [WIDTH-1:0] x0, x1, x2, x3, x4, x5, x6, x7;
    reg [4:0] bit_idx;       
    reg signed [31:0] acc;       
    reg signed [WIDTH-1:0] w_sum;  
    reg signed [WIDTH-1:0] slice_reg; 
    reg signed [31:0] slice_shifted;
    reg signed [WIDTH-1:0] term0, term1, term2, term3, term4, term5, term6, term7;
    reg [2:0] state;
    localparam IDLE = 0, CALC_OFFSET = 1, CALC_SLICE = 2, CALC_ACC = 3, CALC_E = 4, UPDATE_W = 5;
    function signed [WIDTH-1:0] fixed_mul;
        input signed [WIDTH-1:0] a, b;
        reg signed [2*WIDTH-1:0] res;
        begin
            res = a * b;
            fixed_mul = res >>> FRAC;
        end
    endfunction
    always @(posedge clk) begin
        if (rst) begin
            w0<=0; w1<=0; w2<=0; w3<=0; w4<=0; w5<=0; w6<=0; w7<=0;
            x0<=0; x1<=0; x2<=0; x3<=0; x4<=0; x5<=0; x6<=0; x7<=0;
            y_out <= 0; e_out <= 0; done <= 0;
            state <= IDLE;
        end else begin
            case (state)
                IDLE: begin
                    done <= 0;
                    if (start) begin
                        x7<=x6; x6<=x5; x5<=x4; x4<=x3; x3<=x2; x2<=x1; x1<=x0;
                        x0 <= x_in;
                        state <= CALC_OFFSET;
                    end
                end
                CALC_OFFSET: begin
                    w_sum = w0 + w1 + w2 + w3 + w4 + w5 + w6 + w7;
                    acc <= -w_sum; 
                    bit_idx <= 0; 
                    state <= CALC_SLICE;
                end
                CALC_SLICE: begin
                    if (bit_idx == WIDTH-1) begin
                         slice_reg <= (x0[bit_idx] ? -w0 : w0) + 
                                      (x1[bit_idx] ? -w1 : w1) + 
                                      (x2[bit_idx] ? -w2 : w2) + 
                                      (x3[bit_idx] ? -w3 : w3) + 
                                      (x4[bit_idx] ? -w4 : w4) + 
                                      (x5[bit_idx] ? -w5 : w5) + 
                                      (x6[bit_idx] ? -w6 : w6) + 
                                      (x7[bit_idx] ? -w7 : w7);
                    end else begin
                         slice_reg <= (x0[bit_idx] ? w0 : -w0) + 
                                      (x1[bit_idx] ? w1 : -w1) + 
                                      (x2[bit_idx] ? w2 : -w2) + 
                                      (x3[bit_idx] ? w3 : -w3) + 
                                      (x4[bit_idx] ? w4 : -w4) + 
                                      (x5[bit_idx] ? w5 : -w5) + 
                                      (x6[bit_idx] ? w6 : -w6) + 
                                      (x7[bit_idx] ? w7 : -w7);
                    end
                    state <= CALC_ACC;
                end
                CALC_ACC: begin
                    slice_shifted = {{16{slice_reg[15]}}, slice_reg};
                    acc <= acc + (slice_shifted <<< bit_idx);
                    if (bit_idx == WIDTH-1)
                        state <= CALC_E;
                    else begin
                        bit_idx <= bit_idx + 1;
                        state <= CALC_SLICE;
                    end
                end
                CALC_E: begin
                    y_out <= acc >>> 9;
                    e_out <= d_in - (acc >>> 9);
                    state <= UPDATE_W;
                end
                UPDATE_W: begin
                    term0 = fixed_mul(MU_FIXED, x0);
                    term1 = fixed_mul(MU_FIXED, x1);
                    term2 = fixed_mul(MU_FIXED, x2);
                    term3 = fixed_mul(MU_FIXED, x3);
                    term4 = fixed_mul(MU_FIXED, x4);
                    term5 = fixed_mul(MU_FIXED, x5);
                    term6 = fixed_mul(MU_FIXED, x6);
                    term7 = fixed_mul(MU_FIXED, x7);
                    if (e_out > 0) begin
                        w0 <= w0 + term0; w1 <= w1 + term1; w2 <= w2 + term2; w3 <= w3 + term3;
                        w4 <= w4 + term4; w5 <= w5 + term5; w6 <= w6 + term6; w7 <= w7 + term7;
                    end else if (e_out < 0) begin
                        w0 <= w0 - term0; w1 <= w1 - term1; w2 <= w2 - term2; w3 <= w3 - term3;
                        w4 <= w4 - term4; w5 <= w5 - term5; w6 <= w6 - term6; w7 <= w7 - term7;
                    end
                    done <= 1;
                    state <= IDLE;
                end
            endcase
        end
    end
endmodule
==> results.ini <==
[synthesis]
yosysUniqueCellTypes = 68
yosys_area_mm2 = 0.0354
ys_cells = 4403
postSynthAreaPerCell_um2 = 8.04
syn_area_mm2 = 0.0354
synthFlopType = dfxtp_1
edf_count = 46
yosysWarnings = 1
ys_seq_share_pct = 20.6
ys_async_sr_fraction_pct = 0
synthCells = 4403
ys_seq_elements = 341

[clock_network]
clockRootBuffer = clkbuf_16
post_cts_resized = 0
cts_sinks = 341
clk_latency_ns = 0.61
clk_pin_slew_worst_paths_ns = 0.06
htreeDepth = 2
cts_setup_buffers = 0
cts_tree = yes
numCtsBuffers = 44
postCtsHoldBufs = 0
cts_max_path_buffers = 3

[critical_path]
reg2reg_to = slice_reg[15]$_DFFE_PP_
r2r_start = bit_idx[0]$_SDFFCE_PN0P_
arrival_ns = 8.36
slowest_delay_ns = 0.79
required_ns = 23.00
path_max_fanout = 32
path_common_cell = fa_1
crit_slowest_cell = mux4_2
critical_path_class = flop to flop
regToRegSetupSlack_ns = 14.64
cp-end-kind = flop
path_cells = buf_4 -> buf_4 -> mux4_2 -> mux4_2 -> a31oi_1 -> xnor2_1 -> fa_1 -> fa_1 -> fa_1 -> inv_1 -> fa_1 -> inv_1 -> ha_1 -> a211oi_1 -> o21ai_0 -> o31ai_1 -> nand4b_1 -> a31oi_1 -> a21o_1 -> a21oi_1 -> xor2_1 -> a211oi_2
cp-startpoint = bit_idx[0]$_SDFFCE_PN0P_
reg2reg_depth = 22
startpoint_type = flop
endpoint = slice_reg[15]$_DFFE_PP_

[run]
warnings = 25
maxCapViolCount = 0

[placement]
placed_area_mm2 = 0.0368
place.detailed.hpwl_um = 86900
gp_congestion = 0.991
port-buffer-count = 67

[drt]
ant_nets = 0
vias = 29700
avgViaCountPerCell = 5.56
post_drt_wl_per_cell_um = 20.4
diodes = 0
drcViolationCount = 0
first_pass_iters = 6
wl_um = 109000
first_iter_violations = 1905

[final_timing]
clock_skew_ns = 0.0421
finalSetupViolCount = 0
finalHoldViolations = 0
max_freq_mhz = 124
worstMarginPinSlew_ns = 0.906
min_period_ns = 8.06
tns_ns = 0
post-route-period-util_pct = 35.5
rsz0062_at_grt = false
relSlewSlack_pct = 39.0
finalMaxSlewViolations = 0

[pwr]
power_density_mw_per_mm2 = 38.6
leakagePower_uw = 0.0158
ir_drop_uv = 52.1
post-layout-total-power_uw = 1480

[grt]
grt_max_degree = 74
overflow = 0
track_usage_pct = 32.2
antenna_found_initial = 0
grt_pass1_wl_um = 167000
grt_pass1_vias = 28700

[cells_and_area]
finalInstanceArea_mm2 = 0.0383
area_delta_synth_final_pct = 8.28
most-common-layout-cells = nand2_1 (635), inv_1 (472), a21oi_1 (465)
layout-drive-gt1-share_pct = 4.45
n_fill_cell = 6601
final_common_cell = nand2_1
regArea_mm2 = 0.00729
largest_reg_flops = 25
regMostFlops = acc
comb_area_mm2 = 0.0256
finish.utilization_pct = 54.7

[min_path]
hold_depth = 2
hold_path_class = flop to flop
hp-start = x7[2]$_SDFFE_PP0P_

[floorplanning]
initCoreUtil_pct = 50.5
die_area_mm2 = 0.0719
die_h_um = 268
io-pin-count = 68
die_w_um = 268
core_area_mm2 = 0.0700
fp-row-count = 97

[outcome]
outcome = completed

worst min path at each step:
stage	end
finish	x7[2]$_SDFFE_PP0P_
CTS	x7[2]$_SDFFE_PP0P_
global route	state[5]$_DFF_P_
worst max-delay path: cells and delay by family, from the launching register on:
kind	cells	cell delay, ns
buf+inv	4	1.08
flops	1	0.53
compound gates	8	1.71
fa+ha+maj	5	2.41
mux	2	1.36
simple gates	1	0.23
xor+xnor	2	0.36
cells in the mapped netlist, types with 10 or more instances:
cell type,number,area (um^2)
o31ai_1,38,285
and4_1,10,87.6
xnor2_1,350,3070
o21ai_0,97,485
nand2b_1,34,213
dfxtp_1,295,5910
o21a_1,31,233
mux2i_1,77,771
or4_1,11,82.6
nor2_1,325,1220
mux2_2,12,135
nand2_1,637,2390
clkbuf_1,160,601
nor3_1,132,661
nand3_1,81,405
fa_1,267,5350
buf_1,20,75.1
mux4_2,39,878
inv_1,472,1770
edfxtp_1,46,1380
ha_1,220,2750
nand4_1,15,93.8
nand3b_1,13,97.6
nor2b_1,71,444
a31oi_1,26,163
a211oi_1,64,480
a211o_1,12,105
and3_1,31,194
xor2_1,86,753
and2_1,12,75.1
a21oi_1,465,2330
nor4_1,23,144
or3_1,46,288
a21o_1,53,398
or2_2,14,87.6
stage by stage:
stage / hold WS [ns] / cells / setup slack, ns
4_1_cts: 0.454 / 5340 / 14.61
6_report: 0.454 / 5340 / 14.64
3_5_place_dp: 0.447 / 5260 / 14.66
2_1_floorplan: 0.429 / 4403 / 15.94
5_1_grt: 0.470 / 5340 / 14.17
3_3_place_gp: 0.442 / 5260 / 14.71
where the power goes:
part	internal, uW	switching, uW
Clock	428	297
Sequential	616	8.33
Combinational	50.1	79.8
Total	1090	386
cell families after synthesis:
group	Yosys count	synth area share (%)
AND-OR/OR-AND	872	14.6
flip-flops	341	20.6
buffers and inverters	668	7.19
multiplexers	128	5.04
XOR/XNOR	440	11.0
adder cells (fa/ha/maj)	487	22.9
AND/OR/NAND/NOR	1467	18.6
cell type report:
cell class / instances / area share [%]
Clock inverter: 14 / 0.516
Sequential cell: 341 / 19.0
Multi-Input combinational cell: 3394 / 66.8
Clock buffer: 66 / 3.35
Inverter: 476 / 4.66
Tap cell: 940 / 3.07
Timing Repair Buffer: 109 / 2.59
metal layers:
layer / GRT usage (%) / share of wire [%] / up-vias
li1: - / - / 14700
met1: 47.4 / 44 / 14000
met2: 48.5 / 44 / 847
met3: 9.66 / 8.5 / 155
met4: 7.47 / 2.9 / 2
met5: 0.541 / 0.047 / -
Power is estimated from default activity; no workload was simulated.
